**design/flow/config.mk**
```make
export PLATFORM = sky130hd
export DESIGN_NAME = reg_file
export DESIGN_NICKNAME = reg_file
export VERILOG_FILES = /design/flow/design.v
export SDC_FILE = /design/flow/constraint.sdc
export NUM_CORES = 4
export LEC_CHECK = 1
export CORE_UTILIZATION = 50
```
**design/flow/constraint.sdc**
```tcl
current_design reg_file

set clk_period 4.9
set clk_io_pct 0.2

create_clock -name clk0 -period $clk_period

set non_clock_inputs [all_inputs -no_clocks]
set_input_delay [expr $clk_period * $clk_io_pct] -clock clk0 $non_clock_inputs
set_output_delay [expr $clk_period * $clk_io_pct] -clock clk0 [all_outputs]
```
**design/flow/design.v**
```verilog
module risc_top (clk,reset);
input clk,reset;
wire [15:0]AOUT;
wire [3:0]opcode,alu_task,alu_fun;
wire cout,aluout_ctrl,npc_ctrl,ir_ctrl,A_ctrl,B_ctrl,lmd_ctrl,imm_ctrl,
 sel_mxa, sel_mxb, sel_mxout,write,memwr,memrd,cond_ctrl,wr_data_ins,rd_data_ins;
 wire [19:0] wr_data;
 control_unit controlpath(
clk,reset,AOUT,cout,opcode,alu_fun,aluout_ctrl,npc_ctrl,ir_ctrl,A_ctrl,B_ctrl,lmd_ctrl,imm_ctrl,
 sel_mxa, sel_mxb, sel_mxout,write,memwr,memrd,alu_task,cond_ctrl,wr_data_ins,rd_data_ins);
 risc_nonpipe datapath(
AOUT,cout,opcode,alu_fun,aluout_ctrl,clk,reset,npc_ctrl,ir_ctrl,A_ctrl,B_ctrl,lmd_ctrl,imm_ctrl,
 sel_mxa, sel_mxb,
sel_mxout,write,memwr,memrd,alu_task,cond_ctrl,wr_data,wr_data_ins,rd_data_ins);
 endmodule
module risc_nonpipe (
AOUT,cout,opcode,alu_fun,aluout_ctrl,clk,reset,npc_ctrl,ir_ctrl,A_ctrl,B_ctrl,lmd_ctrl,imm_ctrl,
 sel_mxa, sel_mxb,
sel_mxout,write,memwr,memrd,alu_task,cond_ctrl,wr_data,wr_data_ins,rd_data_ins);
input aluout_ctrl,clk,reset,npc_ctrl,ir_ctrl,A_ctrl,B_ctrl,lmd_ctrl,imm_ctrl,
 sel_mxa, sel_mxb, sel_mxout,write,memwr,memrd,cond_ctrl,wr_data_ins,rd_data_ins;
input [3:0]alu_task;
output cout;
output [3:0] opcode,alu_fun;
output [15:0] AOUT;
output [19:0] wr_data;
wire [15:0] pc_out,pc_in,npc_in,npc_out,a_out,a_in,b_out,b_in,lmd_out,lmd_in,
 imm_out,imm_in,aluout,aluout_out,alu_src1,alu_src2,reg_wr_in,xtn_out,aluout_in;
wire [19:0] ins_out;
wire [3:0] dst,src1,src2;
wire sel_cond,cond_in;
pc pcreg(clk,reset,pc_out,pc_in);
adder16 pc_adder(npc_in,pc_out,16'h1);
latch16 NPC(npc_ctrl,npc_out,npc_in);
IR ir_reg(ir_ctrl,opcode,dst,src1,src2,alu_fun,ins_out);
latch16 A(A_ctrl,a_out,a_in);
latch16 B(B_ctrl,b_out,b_in);
latch16 LMD(lmd_ctrl,lmd_out,lmd_in);
latch16 IMM(imm_ctrl,imm_out,imm_in);
alu16 alu(cout,aluout_in,alu_src1,alu_src2,alu_task);
latch16 ALU_OUT(aluout_ctrl,aluout_out,aluout_in);
data_mem datamem(lmd_in,aluout_out,b_out,memwr,memrd);
ins_mem insmem(ins_out,pc_out,wr_data,wr_data_ins,rd_data_ins);
mux2x1_16b muxa(sel_mxa,alu_src1,npc_out,a_out),
 muxb(sel_mxb,alu_src2,b_out,imm_out),
 muxnpc_alu(cond_ctrl,pc_in,npc_out,aluout_out),
 muxout(sel_mxout,reg_wr_in,lmd_out,aluout_out);
sign_xtnd xtender(src2,alu_fun, imm_in);
reg_file_2p reg_Ro_R15(clk,write,a_in,b_in,src1,src2,dst,reg_wr_in);
assign AOUT = a_out;
endmodule
module sign_xtnd (xtn_in1,xtn_in2, xtn_out);
input [3:0] xtn_in1,xtn_in2;
output [15:0] xtn_out;
reg [15:0] xtn_out;
always @ (xtn_in1 or xtn_in2)
begin
if(xtn_in1[3])
begin
 xtn_out[3:0] = xtn_in2;
 xtn_out[7:4] = xtn_in1;
 xtn_out[15:8] = 8'b11111111;
 end
else
 begin
 xtn_out[3:0] = xtn_in2;
 xtn_out[7:4] = xtn_in1;
 xtn_out[15:8] = 8'b00000000;
end
 end
endmodule
module adder16 (addout,ain,bin);
input [15:0] ain,bin;
output [15:0] addout;
assign addout = ain+bin;
endmodule
module mux2x1_16b (sel,mxout,mxin1,mxin2);
input [15:0] mxin1,mxin2;
input sel;
output [15:0] mxout;
reg [15:0] mxout;
always @ (mxin1 or mxin2 or sel)
case(sel)
1'b0: mxout=mxin1;
1'b1: mxout=mxin2;
endcase
endmodule 
module alu16(cout,aluout,ain,bin,alu_func);
input [15:0] ain,bin;
input [3:0] alu_func;
output [15:0] aluout;
output cout;
reg [15:0] aluout;
reg cout;
always @ (ain or bin or alu_func)
begin
case(alu_func)
4'b0000: {cout,aluout} = ain+bin;
4'b0001: {cout,aluout} = ain-bin;
4'b0010: aluout = ain | bin;
4'b0011: aluout = ain & bin;
4'b0100: aluout = ain ^ bin;
4'b0101: aluout = ain << bin;
4'b0110: aluout = ain >> bin;
endcase
end
endmodule
module reg_file(write,rdata1,rdata2,rdreg1,rdreg2,wrreg,wr_data);
input [3:0] rdreg1,rdreg2,wrreg;
input [15:0] wr_data;
input write;
output [15:0] rdata1,rdata2;
reg [15:0] rdata1,rdata2;
reg [15:0] reg_bank [0:15];
always @ (write or rdreg1 or rdreg2 or wrreg or wr_data)
 begin
 rdata1 = reg_bank[rdreg1];
 rdata2 = reg_bank[rdreg2];
 if(write)
 reg_bank[wrreg] = wr_data;
 end
 endmodule
module reg_file_2p(clk,write,rdata1,rdata2,rdreg1,rdreg2,wrreg,wr_data);
input [3:0] rdreg1,rdreg2,wrreg;
input [15:0] wr_data;
input write,clk;
output [15:0] rdata1,rdata2;
reg [15:0] rdata1,rdata2;
reg [15:0] reg_bank [0:15];
always @ (clk or write or rdreg1 or rdreg2 or wrreg or wr_data)
 begin
 case(clk)
 1'b1: begin
 rdata1 = reg_bank[rdreg1];
 rdata2 = reg_bank[rdreg2];
 end
 1'b0:begin
 if(write)
 reg_bank[wrreg] = wr_data;
 end
 endcase
 end
 endmodule
module pc (clk,reset,pcout,pcin);
input [15:0] pcin;
input clk,reset;
output [15:0] pcout;
reg [15:0] pcout;
always @ (posedge clk or negedge reset)
begin
 if (~reset)
 pcout = 16'b0;
 else
 pcout = pcin;
 end
 endmodule
module latch16 (ctrl,lth_out,lth_in);
input [15:0] lth_in;
input ctrl;
output [15:0] lth_out;
reg [15:0] lth_out;
always @ (ctrl or lth_in)
begin
if(ctrl)
 lth_out=lth_in;
 end
 endmodule
module IR (ctrl,opcode,dst,src1,src2,alu_fun,ir_in);
input [19:0] ir_in;
input ctrl;
output [3:0]opcode,dst,src1,src2,alu_fun;
reg [3:0]opcode,dst,src1,src2,alu_fun;
always @ (ctrl or ir_in)
begin
if(ctrl)
 begin
 opcode = ir_in[19:16];
 dst = ir_in[15:12];
 src1 = ir_in[11:8];
 src2 = ir_in[7:4];
 alu_fun = ir_in[3:0];
 end
 end
 endmodule
module cond (ctrl,cond_out,cond_in);
input cond_in;
input ctrl;
output cond_out;
reg cond_out;
always @ (ctrl or cond_in)
begin
if(ctrl)
 cond_out=cond_in;
 end
 endmodule
module ins_mem(rd_data,address,wr_data,memwr,memrd);
input [15:0] address;
input [19:0] wr_data;
input memwr,memrd;
output [19:0]rd_data;
reg [19:0]rd_data;
reg [19:0] mem_data[0:31];
always @ (address or wr_data or memwr or memrd)
begin
if(memwr)
 mem_data[address] = wr_data;
if(memrd)
 rd_data = mem_data[address];
 else
 rd_data = 20'bzzzzzzzzzzzzzzzz;
 end
 endmodule
module data_mem(rd_data,address,wr_data,memwr,memrd);
input [15:0] address, wr_data;
input memwr,memrd;
output [15:0]rd_data;
reg [15:0]rd_data;
reg [15:0] mem_data [0:31];
always @ (address or wr_data or memwr or memrd)
begin
if(memwr)
 mem_data[address] = wr_data;
if(memrd)
 rd_data = mem_data[address];
 else
 rd_data = 16'bzzzzzzzzzzzzzzzz;
 end
 endmodule
```
**design/flow/run.sh**
```bash
#!/bin/bash
# OpenROAD 26Q1-2900-gdf79404cd8, Yosys 0.63+post, stock flow scripts
make -C /OpenROAD-flow-scripts/flow DESIGN_CONFIG=/design/flow/config.mk WORK_HOME=/design/flow/orfs finish
```
==> flow_metrics.env <==
# physical design summary
export IMPL_status="complete, no violations"
export IMPL_untimed_endpoints=256
export IMPL_die_x_um=135
export IMPL_fmax_mhz=226
export IMPL_crit_type="in -> out"
export IMPL_clock_power_share_pct=0
export IMPL_powerDensity_nw_per_um2=83.2
export IMPL_setup_ws_ps=469
export IMPL_yosysTopAreaCellShare_pct=43.3
export IMPL_required_ps=3920
export IMPL_dr_pass1_iters=5
export IMPL_unclocked_pins=256
export IMPL_vias=8373
export IMPL_gp_congestion=0.938
export IMPL_ir_worst_vdd_mv=0.0535
export IMPL_cp_data_arrival_time_ps=3450
export IMPL_internal_power_mw=0.428
export IMPL_drive_gt1_share_pct=11.3
export IMPL_rsz0062_at_grt="no"
export IMPL_p_sw_share_pct=47.1
export IMPL_fa_ha_area_share_pct=0
export IMPL_setup_tns_ps=0
export IMPL_wirelength_um=34100
export IMPL_ys_flops=256
export IMPL_synthDistinctLibCells=61
export IMPL_drc=0
export IMPL_cp_max_fo=20
export IMPL_syn_area_um2=8870
export IMPL_ant_nets=0
export IMPL_first_iter_violations=696
export IMPL_cts_hold_buf=0
export IMPL_fp_utilization_pct=51.3
export IMPL_topCombFamilyByArea="AND-OR/OR-AND gates"
export IMPL_regArea_um2=3840
export IMPL_ys_sh_mux_pct=10.4
export IMPL_post_cts_buffers=0
export IMPL_whs_ps=2800
export IMPL_fin_crit_ps=4430
export IMPL_p_leak_nw=4.07
export IMPL_dp_cells=1222
export IMPL_crit_path_end_kind="output port"
export IMPL_ys_warn_count=4
export IMPL_combPwrFrac_pct=74.8
export IMPL_syn_avg_cell_area_um2=9.17
export IMPL_finalCritPeriodShare_pct=90.4
export IMPL_min_path_type="in -> out"
export IMPL_grt_pass1_wl_um=50600
export IMPL_power_share_sequential_pct=25.2
export IMPL_dp_final_hpwl_um=21800
export IMPL_maxCapViolations=0
export IMPL_slew_viol_final=0
export IMPL_routedWlPerCell_um=27.9
export IMPL_diodes=0
export IMPL_num_io_pins=61
export IMPL_finalPower_mw=0.809
export IMPL_warnings=32
export IMPL_worst_pin_slew_ps=981
export IMPL_logic_area_um2=4430
export IMPL_grt_ovfl_total=0
export IMPL_num_rows=48
export IMPL_yosys_area_share_xor_xnor_pct=0
export IMPL_start_kind="input port"
export IMPL_first_global_vias=8081
export IMPL_core_region_area_um2=17300
export IMPL_layoutNonFillerInstCount=1222
export IMPL_avgViaCountPerCell=6.85
export IMPL_max_slew_margin_rel_pct=34.4
export IMPL_yosysChipArea_um2=8870
export IMPL_grt_usage_pct=39.7
export IMPL_async_flop_share_pct=0
export IMPL_dieArea_um2=18300
export IMPL_edf_count=0
export IMPL_finalHoldViolations=0
export IMPL_top_cells_by_count="dlxtn_1, nand2_1, a22oi_1"
export IMPL_synth_simple_area_share_pct=14.6
export IMPL_setup_violations=0
export IMPL_io_buffer_count=61
export IMPL_ys_sh_aoi_pct=24.7
export IMPL_synth_cells_yosys=968
export IMPL_grt_max_degree=74
export IMPL_flop_cell="dlxtn_1"
export IMPL_area_growth_pct=9.56
export IMPL_post_synth_top_count_cell="dlxtn_1"
export IMPL_area_leaders="dlxtn_1, a22oi_1, mux2i_1"
export IMPL_grt_antenna_before_repair=1
export IMPL_synth_area_leader_cell="dlxtn_1"
export IMPL_die_y_um=135
export IMPL_nFillCells=1514
export IMPL_cts_resized=0
export IMPL_p_switching_mw=0.382
export IMPL_pre_cts_ws_ps=545
export IMPL_largest_reg_flops=256
export IMPL_netlist_instances=968
logic make-up (layout without fill, tap and decap cells):
family | count (synthesis) | count (layout)
multiplexers | 74 | 74
AND-OR/OR-AND | 284 | 284
AND/OR/NAND/NOR | 235 | 235
buffers and inverters | 119 | 148
latches | 256 | 256
final timing paths:
check,from,endpoint,slack [ps],cells past startpoint
worst max-delay path,rdreg1[2],rdata1[12],470,8
worst min-delay path,rdreg1[1],rdata1[13],2800,4
metrics by stage:
step	cell area [um^2]	util (%)
final	9720	56.2
after global routing	9720	56.2
after CTS	9720	56.2
after detailed placement	9720	56.2
after global placement	9720	56.2
after floorplan	8870	-
cells in the final DEF (no fill, tap or decap), types with 5 or more instances in the layout:
master           count
nor2_1              27
dlxtn_1            256
o32ai_1             26
a2bb2oi_1           23
nand3_1             13
mux2_2              27
a22oi_1             63
nand2b_1            16
buf_4               54
a31oi_1              9
a211oi_1             5
a22o_1              10
nor3b_1              5
a21oi_1             25
mux2i_1             35
o22a_1              14
nand4_1             14
o21ai_0             17
inv_1               31
nand2_1             78
o32a_1              14
buf_2                5
mux4_2              12
or4b_1              12
o22ai_1             17
a41oi_1             12
o2111ai_1           12
nand3b_1            21
o31a_1              13
clkdlybuf4s50_1     54
nor2b_1             17
per-layer routing:
layer / vias to the layer above / global-route usage [%] / wire [um]
met5: - / 0 / 9
met4: 2 / 9.49 / 986
met3: 83 / 16.8 / 4830
met2: 592 / 56.8 / 14600
met1: 3995 / 57.3 / 13600
li1: 3701 / - / -
power by group through the flow:
stage / Clock (mW) / Combinational (mW) / Sequential, mW
4_1_cts: 0 / 0.593 / 0.202
5_1_grt: 0 / 0.641 / 0.216
6_report: 0 / 0.605 / 0.204
critical path, stage by stage:
cell             delay (ps)
clkdlybuf4s50_1         570
buf_4                   250
buf_4                   290
mux2_2                  190
a221oi_1                 60
or3_1                   360
a31oi_1                 220
clkdlybuf4s50_1         510
final cells by class:
cell class              count  share of cell area [%]
repair buffers            117                    10.8
multi-input cells         593                    45.6
flip-flops and latches    256                    39.5
inverters                  31                    1.20
well taps                 225                    2.90
No activity file was given, so power comes from the tool's default toggle rates.
